File: design/flow/design.v
`timescale 1ns / 1ps
module GPRS(input clk,
	 input rst,
    input [7:0]in,
    input [1:0] sel_read,
	 input [1:0] sel_write,
    input load_R0,
	 input load_R1,
	 input load_R2,
	 input load_R3,
	 output [7:0] R0_out,
	 output [7:0] R3_out,
    output [7:0] out
    );
wire [7:0]R0_in,R1_in,R2_in,R3_in,R1_out,R2_out;
deMux1to4 demux(		 
				.in(in),
				.sel(sel_write),
				.regOut0(R0_in),
				.regOut1(R1_in),
				.regOut2(R2_in),
				.regOut3(R3_in)
				);
register R0(
				.clk(clk),
				.rst(rst),
				.data_in(R0_in),
				.data_out(R0_out),
				.load(load_R0)
				);
register R1(
				.clk(clk),
				.rst(rst),
				.data_in(R1_in),
				.data_out(R1_out),
				.load(load_R1)
				);
register R2(
				.clk(clk),
				.rst(rst),
				.data_in(R2_in),
				.data_out(R2_out),
				.load(load_R2)
				);
register R3(
				.clk(clk),
				.rst(rst),
				.data_in(R3_in),
				.data_out(R3_out),
				.load(load_R3)
				);
mux4to1 Mux(		   
				.in1(R0_out),
				.in2(R1_out),
				.in3(R2_out),
				.in4(R3_out),
				.out(out),
				.sel(sel_read)
				);	 
endmodule
`timescale 1ns / 1ps
module deMux1to4(input [7:0]in,
					  input [1:0] sel,
					  output reg [7:0] regOut0,
					  output reg [7:0] regOut1,
					  output reg [7:0] regOut2,
					  output reg [7:0] regOut3
    );
	 always@(*)
	 begin
	 regOut0 = 8'd0;
	 regOut1 = 8'd0;
	 regOut2 = 8'd0;
	 regOut3 = 8'd0;
		case(sel)
			2'd0: 
			regOut3=in;
			2'd1: 
			regOut3=in;
			2'd2: 
			regOut3=in;
			2'd3: 
			regOut3=in;
		endcase
	 end
endmodule
`timescale 1ns / 1ps
module mux4to1(
				 input [7:0]in1,
				 input [7:0]in2,
				 input [7:0]in3,
				 input [7:0]in4,
				 output reg [7:0]out,
				 input [1:0]sel
    );
	 always@(*)
	 begin
		 case(sel)
			 2'd0:
			 out=in1;
			 2'd1:
			 out=in2;
			 2'd2:
			 out=in3;
			 2'd3:
			 out=in4;
		 endcase
	 end
endmodule
`timescale 1ns / 1ps
module register(
					input [7:0] data_in,
					input load,
					input clk,
					input rst,
					output reg [7:0]data_out
    );
always@(posedge clk)
begin
	if(rst)
		begin
			data_out<=8'd0;
		end
	else if(load)
		begin
			data_out<=data_in;
		end
	else
		begin
			data_out<=data_out;
		end
end
endmodule
File: design/flow/run.sh
#!/bin/bash
# OpenROAD 26Q1-2900-gdf79404cd8, Yosys 0.63+post, stock flow scripts
make -C /OpenROAD-flow-scripts/flow DESIGN_CONFIG=/design/flow/config.mk WORK_HOME=/design/flow/orfs finish
File: design/flow/config.mk
export PLATFORM = sky130hd
export DESIGN_NAME = GPRS
export DESIGN_NICKNAME = GPRS
export VERILOG_FILES = /design/flow/design.v
export SDC_FILE = /design/flow/constraint.sdc
export NUM_CORES = 4
export LEC_CHECK = 1
export CORE_AREA = 10 10 70 70
export DIE_AREA = 0 0 80 80
File: design/flow/constraint.sdc
current_design GPRS

set clk_period 1.0
set clk_io_pct 0.2

create_clock -name clk0 -period $clk_period [get_ports {clk}]

set non_clock_inputs [all_inputs -no_clocks]
set_input_delay [expr $clk_period * $clk_io_pct] -clock clk0 $non_clock_inputs
set_output_delay [expr $clk_period * $clk_io_pct] -clock clk0 [all_outputs]
==> flow_metrics.tcl <==
# place-and-route summary
set metrics [dict create \
    outcome "finished, violations left" \
    violations "negative setup slack" \
    power.switching_mw 0.166 \
    top_cell_area_share_pct 40.1 \
    largest_register "R3.data_out" \
    place_ws_ns -0.689 \
    hold_viol 0 \
    ctsHoldBuffers 0 \
    routed_wl_mm 1.44 \
    path_max_fanout 2 \
    placed_cells 124 \
    antenna_found_initial 0 \
    power_leakage_nw 0.431 \
    period_needed_ns 1.10 \
    crit_slowest_cell "dfxtp_2" \
    ys_cells 43 \
    io_pins 42 \
    port-buffer-count 28 \
    antenna_left 0 \
    hp-start "in[3]" \
    reg_top3 "R3.data_out (8)" \
    hold_class "input port to flip-flop" \
    largest_reg_flops 8 \
    cp-startpoint "R3.data_out[2]$_SDFFE_PP0P_" \
    ys.flops 8 \
    synth_area_um2 399 \
    crit_type "flip-flop to output pin" \
    drtIter0Drc 4 \
    grt_pass1_wl_mm 2.28 \
    rsz0062_at_grt "yes" \
    warning_count 32 \
    cts_buffers 3 \
    crit_path_frequent_cell "buf_6" \
    die_w_um 80 \
    n_fill_cell 360 \
    cp.required_ns 0.80 \
    clock_latency_ns 0.24 \
    yosys_warnings 3 \
    top_area_cell "dfxtp_1" \
    setup_ws_ns -0.0966 \
    synthDistinctLibCells 8 \
    intPower_mw 0.631 \
    crit_chain "buf_6 > and3_4 > buf_6" \
    drive_gt1_share_pct 56.5 \
    die_h_um 80 \
    num_vias 428 \
    power_frac_seq_pct 44.5 \
    crit_path_start_kind "flip-flop" \
    ys_chip_area_um2 399 \
    ys_seq_share_pct 40.1 \
    stdcell_count 131 \
    firstDrtPassIters 2 \
    synth.avg_cell_area_um2 9.28 \
    grt_start_max_net_pins 9 \
    arrival_ns 0.90 \
    p_sw_share_pct 20.9 \
    slowest_delay_ns 0.32 \
    fp-row-count 21 \
    path_clk_slew_ns 0.05 \
    ir_worst_vdd_uv 198 \
    cts_sinks 8 \
    route.detailed.drc 0 \
    area_leaders "dfxtp_1 40%, mux2i_1 20%, buf_4 15%, and3_1 13%, nor2_1 7.5%" \
    tritoncts "yes" \
    grt.total_usage_pct 4.41 \
    finalMaxSlewViolations 0 \
    via_per_inst 3.27 \
    first_global_vias 497 \
    setup_viol 6 \
    initial_core_util_pct 11.7 \
    diodes 0 \
    hpwlAfterDp_mm 1.25 \
    gr-total-overflow 0 \
    drv_cap 0 \
    clkPwrFrac_pct 28.9 \
    fin_crit_sh_pct 110 \
    netlist_instances 43 \
    core_area_um2 3420 \
    fin_skew_ns 0 \
    h-tree-depth 1 \
    clk_path_buf_depth 2 \
    syn_to_final_growth_pct 118 \
    avgRoutedWirePerCell_um 11.0 \
    p_comb_share_pct 26.7 \
    cellPowerDensity_nw_per_um2 917 \
    r2r-start "R3.data_out[2]$_SDFFE_PP0P_" \
    fmax_ghz 0.912 \
    gp_congestion 0.748 \
    clockRootBuffer "clkbuf_4" \
    dieArea_um2 6400 \
    cp-end-kind "output pin" \
]
-- final cells by class --
cell class | count | area (um2) | area share, %
multi-input combinational | 32 | 215 | 24.7
sequential | 8 | 170 | 19.6
clock buffer | 3 | 22.5 | 2.59
timing repair buffer | 42 | 404 | 46.5
tap | 46 | 57.6 | 6.62
-- critical path, delay by kind of cell, from the launching register on --
family,cells,cell delay [ns]
flops,1,0.32
buf+inv,2,0.20
simple gates,1,0.13
-- cells by family (layout without fill, tap and decap cells) --
group                  after synthesis  after routing  synth area share (%)
other                                1              8                 0.940
DFF                                  8              8                  40.1
buffers and inverters               10             45                  18.8
muxes                                8              8                  20.1
and+or+nand+nor                     16             16                  20.1
-- power by group through the flow --
stage	combinational [mW]	clock (mW)	sequential, mW
final	0.212	0.230	0.355
after global routing	0.233	0.272	0.357
after CTS	0.182	0.246	0.352
-- metal layers --
| layer | track usage (%) | routed length (um) | vias to the layer above | share of wire (%) |
|---|---|---|---|---|
| li1 | - | - | 213 | - |
| met1 | 4.54 | 510 | 203 | 35 |
| met2 | 8.51 | 857 | 12 | 59 |
| met3 | 1.48 | 75 | 0 | 5.2 |
| met4 | 0.528 | 0 | 0 | 0 |
| met5 | 0 | 0 | - | 0 |
-- cells in the final DEF (no fill, tap or decap) --
cell             Yosys  final
and3_1               8      3
and3_4               0      5
buf_2                0      6
buf_4                8      5
buf_6                1     19
clkbuf_4             0      3
clkdlybuf4s15_2      0      2
clkdlybuf4s50_1      0     10
conb_1               1      8
dfxtp_2              0      8
mux2i_1              8      8
nor2_1               8      8
-- final timing paths --
path	slack, ns	endpoint	cells past startpoint
worst min-delay path	0.57	R3.data_out[3]$_SDFFE_PP0P_	3
worst max register to register	0.03	R3.data_out[2]$_SDFFE_PP0P_	5
worst min register to register	0.58	R3.data_out[3]$_SDFFE_PP0P_	3
worst max-delay path	-0.1	out[2]	3
-- metrics by stage --
step                util [%]  hold WS [ns]  area, um2  total power, mW  setup TNS (ns)
CTS                     22.8         0.562        779            0.780          -0.331
floorplan                  -         0.347        425            0.417               0
finish                  25.5         0.569        870            0.797          -0.258
detailed placement      22.3         0.574        763            0.540           -7.60
global route            25.5         0.582        870            0.861          -0.702
global placement        22.3         0.571        763            0.539           -7.38
-- timing repair --
action	4_1_cts	5_1_grt
buffers inserted	2	4
endpoints found under the setup margin	16	16
gates cloned	0	0
gates resized	72	16
-- cells in the mapped netlist (all sizes together) --
cell type / n
conb: 1
mux2i: 8
nor2: 8
buf: 10
and3: 8
dfxtp: 8
No activity file was given, so power comes from the tool's default toggle rates.
