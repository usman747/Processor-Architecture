--- ./config.mk ---
export PLATFORM = sky130hd
export DESIGN_NAME = cu2
export DESIGN_NICKNAME = cu2
export VERILOG_FILES = /design/flow/design.v
export SDC_FILE = /design/flow/constraint.sdc
export NUM_CORES = 4
export LEC_CHECK = 1
export CORE_AREA = 10 10 90 90
export DIE_AREA = 0 0 100 100
--- ./constraint.sdc ---
current_design cu2

set clk_period 2.6
set clk_io_pct 0.2

create_clock -name clk0 -period $clk_period [get_ports {clk}]

set non_clock_inputs [all_inputs -no_clocks]
set_input_delay [expr $clk_period * $clk_io_pct] -clock clk0 $non_clock_inputs
set_output_delay [expr $clk_period * $clk_io_pct] -clock clk0 [all_outputs]
--- ./design.v ---
`timescale 1ns / 1ps
module cu2(
				output reg load_R0,
				output reg load_R1,
				output reg load_R2,
				output reg load_R3,
				output reg inc_PC,
				output reg load_PC,
				output reg load_Add_R,
				output reg load_Reg_Y,
				output reg load_Reg_Z,
				output reg load_IR,
				output reg [3:0]alu_select,
				output reg [2:0]Mux_1_sel,
				output reg [1:0]Mux_2_sel,
				output reg read,
				output reg write,
				output reg [1:0]gprf_sel_read,
				output reg [1:0]gprf_sel_write,
				output reg load_isr1,
				output reg load_isr2,
				output reg load_argreg1,
				output reg load_argreg2,
				output reg inc_SP,
				output reg dec_SP,
				output reg load_SP,
				input rst,
				input clk,
				input [7:0]opcode,
				input [7:0]alu_flags
    );
parameter fetch1 =5'd0;
parameter fetch2 =5'd1;
parameter execute1 =5'd2;
parameter cbr=5'd3;
parameter AND=5'd4;
parameter NOT=5'd5;
parameter rdm=5'd6;
parameter rdm1=5'd7;
parameter ridm=5'd8;
parameter ridm1=5'd9;
parameter ridm2=5'd10;
parameter widm=5'd11;
parameter widm1=5'd12;
parameter widm2=5'd13;
parameter rdr=5'd14;
parameter rdr1=5'd15;
parameter ridr=5'd16;
parameter ridr1=5'd17;
parameter ridr2=5'd18;
reg[4:0]pstate,nstate;
reg [1:0]reg_sel;
always@(posedge clk)
	begin
		if(rst)
			pstate<=fetch1;
		else
			pstate<=nstate;
	end
always@(*)
	begin
			if(rst)
				begin
				  load_R0<=0;
				  load_R1<=0;
				  load_R2<=0;
				  load_R3<=0;
				  inc_PC<=0;
				  load_PC<=0;
				  load_Add_R<=0;
				  load_Reg_Y<=0;
				  load_Reg_Z<=0;
				  load_IR<=0;
				  alu_select<=0;
				  Mux_1_sel<=0;
				  Mux_2_sel<=0;
				  read<=0;
				  gprf_sel_read<=0;
				  gprf_sel_write<=0;
				  load_isr1<=0;
				  load_isr2<=0;
				  load_argreg1<=0;
				  load_argreg2<=0;
			     inc_SP<=0;
			 	  dec_SP<=0;
			     load_SP<=0;
				end
			else
					begin
					  load_R0<=0;
					  load_R1<=0;
					  load_R2<=0;
					  load_R3<=0;
					  inc_PC<=0;
					  load_PC<=0;
					  load_Add_R<=0;
					  load_Reg_Y<=0;
					  load_Reg_Z<=0;
					  load_IR<=0;  
					  Mux_1_sel<=0;
					  Mux_2_sel<=0;
					  read<=0;
					  load_isr1<=0;
					  load_isr2<=0;
					  load_argreg1<=0;
					  load_argreg2<=0;
					  inc_SP<=0;
					  dec_SP<=0;
					  load_SP<=0;
						case(pstate)
										fetch1:
											begin
												nstate<=fetch2;
												Mux_1_sel <= 3'd5;
												Mux_2_sel <= 2'd1;
												load_Add_R <= 1;
											end
										fetch2:
											begin
												nstate<=execute1;
												inc_PC<=1;
												read<=1;
												load_IR <= 1;	
												Mux_1_sel <= 3'd5;
												Mux_2_sel <= 2'd2;
												load_Reg_Y<=1;
											end
										execute1:
											begin
												if(opcode[7:4]==4'd0)
													begin
														alu_select<=3'd0;
														gprf_sel_read<=2'd0;
														Mux_1_sel <= 3'd5;
														Mux_2_sel <= 2'd2;
														load_Reg_Z<=1;
														nstate<=	fetch1;
													end
												else if(opcode[7:4]==4'd1)
													begin
														alu_select<=3'd1;
														Mux_1_sel <= 3'd5;
														Mux_2_sel <= 2'd2;
														load_Reg_Z<=1;
														nstate<=	fetch1;
													end
												else if(opcode[7:4]==4'd2)
													begin
														alu_select<=3'd2;
														Mux_1_sel <= 3'd5;
														Mux_2_sel <= 2'd2;
														load_Reg_Z<=1;
														nstate<=	fetch1;
													end
												else if(opcode[7:4]==4'd3)
													begin
														gprf_sel_read<=opcode[3:2];
														Mux_1_sel <= 3'd0;
														Mux_2_sel <= 2'd1;
														load_Reg_Y <= 1;
														load_Reg_Z<=1;
														nstate<=	AND;
													end
												else if(opcode[7:4]==4'd4)
													begin
														gprf_sel_read<=opcode[3:2];
														Mux_1_sel <= 3'd0;
														Mux_2_sel <= 2'd1;
														load_Reg_Y <= 1;
														load_Reg_Z<=1;
														nstate<=	NOT;
													end
												else if(opcode[7:4]==4'd5)
													begin
																Mux_1_sel <= 3'd5;
																Mux_2_sel <= 2'd1;
																load_Add_R <= 1;
																nstate<=cbr;
													end
												else if(opcode[7:4]==4'd6)
													begin
														if(alu_flags[0]==1)
															begin
																Mux_1_sel <= 3'd5;
																Mux_2_sel <= 2'd1;
																load_Add_R <= 1;
																nstate<=cbr;
															end
														else
															begin
																inc_PC<=1;
																nstate<=fetch1;
															end
													end
												else if(opcode[7:4]==4'd7)
													begin
																reg_sel<=opcode[1:0];
																Mux_1_sel <= 3'd5;
																Mux_2_sel <= 2'd1;
																load_Add_R <= 1;		
																nstate<=rdm;
													end
												else if(opcode[7:4]==4'd8)
													begin
																reg_sel<=opcode[1:0];
																Mux_1_sel <= 3'd5;
																Mux_2_sel <= 2'd1;
																load_Add_R <= 1;
																nstate<=ridm;
													end
												else if(opcode[7:4]==4'd9)
													begin
																reg_sel<=opcode[3:2];
																Mux_1_sel <= 3'd5;
																Mux_2_sel <= 2'd1;
																load_Add_R <= 1;
																nstate<=widm;
													end
												else if(opcode[7:4]==4'd10)
													begin
																gprf_sel_read<=opcode[3:2];
																Mux_1_sel <= 3'd0;
																Mux_2_sel <= 2'd1;
																load_Add_R <= 1;
																nstate<=rdr;
													end
												else if(opcode[7:4]==4'd11)
													begin
																gprf_sel_read<=opcode[3:2];
																Mux_1_sel <= 3'd0;
																Mux_2_sel <= 2'd1;
																load_Add_R <= 1;
																nstate<=ridr;
													end
												else
													nstate<=fetch1;	
											end
										 cbr:
											begin
												read<=1;
												Mux_2_sel<=2'd2;
												load_PC<=1;
												nstate<=fetch1;
											end
										 AND:
											begin
												gprf_sel_read<=opcode[1:0];
												Mux_1_sel <= 3'd0;
												alu_select<= 3'd3;
												Mux_2_sel <= 2'd0;
												if(opcode[1:0]==2'd0)
												begin
													 gprf_sel_write<=2'd0;
													 load_R0<=1;
												end
												else if(opcode[1:0]==2'd1)
												begin
													 gprf_sel_write<=2'd1;
													 load_R1<=1;
												end
												else if(opcode[1:0]==2'd2)
												begin
													 gprf_sel_write<=2'd2;
													 load_R2<=1;
												end
												else
												begin
													 gprf_sel_write<=2'd3;
													 load_R3<=1;
												end
												nstate<=fetch1;	
											end
										 NOT:
											begin
												alu_select<= 3'd4;
												Mux_2_sel <= 2'd0;
												if(opcode[1:0]==2'd0)
												begin
													 gprf_sel_write<=2'd0;
													 load_R0<=1;
												end
												else if(opcode[1:0]==2'd1)
												begin
													 gprf_sel_write<=2'd1;
													 load_R1<=1;
												end
												else if(opcode[1:0]==2'd2)
												begin
													 gprf_sel_write<=2'd2;
													 load_R2<=1;
												end
												else
												begin
													 gprf_sel_write<=2'd3;
													 load_R3<=1;
												end
												nstate<=fetch1;	
											end
										 rdm:
											begin
												read<=1;
												Mux_2_sel <= 2'd2;	
												if(reg_sel==2'd0)
												begin
													 gprf_sel_write<=2'd0;
													 load_R0<=1;
												end
												else if(reg_sel==2'd1)
												begin
													 gprf_sel_write<=2'd1;
													 load_R1<=1;
												end
												else if(reg_sel==2'd2)
												begin
													 gprf_sel_write<=2'd2;
													 load_R2<=1;
												end
												else
												begin
													 gprf_sel_write<=2'd3;
													 load_R3<=1;
												end
												nstate<=fetch1;	
											end
										 ridm:
											begin
												read<=1;
												Mux_2_sel<=2'd2;
												load_Add_R<=1;
												nstate<=ridm1;
											end
										ridm1:
											begin
												read<=1;
												Mux_2_sel <= 2'd2;
												if(reg_sel==2'd0)
												begin
													 gprf_sel_write<=2'd0;
													 load_R0<=1;
												end
												else if(reg_sel==2'd1)
												begin
													 gprf_sel_write<=2'd1;
													 load_R1<=1;
												end
												else if(reg_sel==2'd2)
												begin
													 gprf_sel_write<=2'd2;
													 load_R2<=1;
												end
												else
												begin
													 gprf_sel_write<=2'd3;
													 load_R3<=1;
												end
												nstate<=fetch1;	
											end
										widm:
											begin
												read<=1;
												Mux_2_sel<=2'd2;
												load_Add_R<=1;
												nstate<=widm1;
											end
										widm1:
											begin
												read<=1;
												Mux_2_sel <= 2'd2;						
												load_Add_R<=1;
												nstate<=widm2;
											end
										widm2:
											begin
												write<=1;
												gprf_sel_read<=reg_sel;
												Mux_1_sel<=3'd0;
												nstate<=fetch1;	
											end
										 rdr:
											begin
												read<=1;
												Mux_2_sel <= 2'd2;						
												gprf_sel_write<=opcode[1:0];
												if(opcode[1:0]==2'd0)
													 load_R0<=1;
												else if(opcode[1:0]==2'd1)
													 load_R1<=1;
												else if(opcode[1:0]==2'd2)
													 load_R2<=1;
												else
													 load_R3<=1;
												nstate<=fetch1;	
											end
										 ridr:
											begin
												read<=1;
												Mux_2_sel<=2'd2;
												load_Add_R<=1;
												nstate<=ridr1;
											end
										ridr1:
											begin
												read<=1;
												Mux_2_sel <= 2'd2;						
												gprf_sel_write<=opcode[1:0];
												if(opcode[1:0]==2'd0)
													 load_R0<=1;
												else if(opcode[1:0]==2'd1)
													 load_R1<=1;
												else if(opcode[1:0]==2'd2)
													 load_R2<=1;
												else
													 load_R3<=1;
												nstate<=fetch1;	
											end
									endcase
					end
	end
endmodule
--- ./run.sh ---
#!/bin/bash
# OpenROAD 26Q1-2900-gdf79404cd8, Yosys 0.63+post, stock flow scripts
make -C /OpenROAD-flow-scripts/flow DESIGN_CONFIG=/design/flow/config.mk WORK_HOME=/design/flow/orfs finish
==> flow_results.xml <==
<?xml version="1.0" encoding="UTF-8"?>
<metrics>
  <group name="outcome">
    <metric name="outcome" unit="">finished clean</metric>
  </group>
  <group name="synth">
    <metric name="post_synth_mux_area_share" unit="%">2.75</metric>
    <metric name="synth-compound-area-share" unit="%">30.1</metric>
    <metric name="synth_cell_type_count" unit="">49</metric>
    <metric name="syn_area" unit="sq um">1450</metric>
    <metric name="ranking_of_synthesized_cells_by_area" unit="">sky130_fd_sc_hd__dlxtn_1 (14%), sky130_fd_sc_hd__dfxtp_1 (6.9%), sky130_fd_sc_hd__nor2b_1 (6.5%)</metric>
    <metric name="yosys-dominant-comb-family" unit="">simple AND/OR/NAND/NOR gates</metric>
    <metric name="simple_gate_share" unit="%">32.4</metric>
    <metric name="synth-seq-cells" unit="">19</metric>
    <metric name="top_area_cell" unit="">sky130_fd_sc_hd__dlxtn_1</metric>
    <metric name="fa_ha_area_share" unit="%">0</metric>
    <metric name="synth_xor_xnor_area_share" unit="%">0.602</metric>
    <metric name="ys_cells" unit="">207</metric>
    <metric name="top_area_share" unit="%">14.5</metric>
    <metric name="ys_async_rst_share" unit="%">0</metric>
    <metric name="avgSynthCellArea" unit="sq um">7.02</metric>
    <metric name="synth-main-ff-cell" unit="">sky130_fd_sc_hd__dlxtn_1</metric>
    <metric name="syn-instance-count" unit="">207</metric>
    <metric name="ys_area" unit="sq um">1450</metric>
    <metric name="enable_flop_cells" unit="">0</metric>
    <metric name="yosys_warnings" unit="">1</metric>
  </group>
  <group name="worst_setup_path">
    <metric name="start_kind" unit="">input port</metric>
    <metric name="critPathMaxFanout" unit="">5</metric>
    <metric name="cp-startpoint" unit="">opcode[7]</metric>
    <metric name="critical_path.endpoint" unit="">Mux_2_sel[0]</metric>
    <metric name="critPathRequiredTime" unit="ns">2.08</metric>
    <metric name="worstPathArrival" unit="ns">2.03</metric>
    <metric name="end_kind" unit="">primary output</metric>
    <metric name="critical_path_class" unit="">in2out</metric>
  </group>
  <group name="power">
    <metric name="vdd_drop_max" unit="mV">0.135</metric>
    <metric name="finalPower" unit="W">0.000446</metric>
    <metric name="total_leakage_power" unit="nW">0.905</metric>
    <metric name="powerDensity" unit="nW/um^2">205</metric>
  </group>
  <group name="drt">
    <metric name="detail_route.vias_per_cell" unit="">4.90</metric>
    <metric name="routed_wl" unit="um">4470</metric>
    <metric name="antenna-diode-count" unit="">0</metric>
    <metric name="via_count" unit="">1645</metric>
    <metric name="first_drt_pass_iteration_count" unit="">4</metric>
    <metric name="route.detailed.wl_per_inst" unit="um">13.3</metric>
    <metric name="postRouteAntennaNets" unit="">0</metric>
    <metric name="detailedRoute.firstIterationViolations" unit="">134</metric>
    <metric name="drt_drc_violations_left" unit="">0</metric>
  </group>
  <group name="layout">
    <metric name="fraction_of_final_layout_cells_sized_beyond_drive_strength_1" unit="%">23.9</metric>
    <metric name="flow.area_growth_from_synthesis" unit="%">49.9</metric>
    <metric name="post-route-cell-area" unit="sq um">2180</metric>
    <metric name="register_area" unit="sq um">313</metric>
    <metric name="nFillCells" unit="">640</metric>
    <metric name="layout.area.comb" unit="sq um">1080</metric>
  </group>
  <group name="clocking">
    <metric name="cts_clock_pin_slew_for_the_worst_setup_and_hold_paths" unit="ns">0.03</metric>
    <metric name="root_buffer" unit="">sky130_fd_sc_hd__clkbuf_8</metric>
    <metric name="clock_tree.buffer_depth" unit="">2</metric>
    <metric name="cts_buffers" unit="">3</metric>
    <metric name="cts.htree.levels" unit="">1</metric>
    <metric name="post_cts_hold_buffer_count" unit="">0</metric>
    <metric name="tritoncts_clock_tree" unit="">built</metric>
  </group>
  <group name="final_timing">
    <metric name="count_of_endpoints_without_a_timing_constraint" unit="">21</metric>
    <metric name="period_minus_slack" unit="ns">2.55</metric>
    <metric name="final.period_utilization" unit="%">98.1</metric>
    <metric name="slew_viol_final" unit="">0</metric>
    <metric name="report.final.setup_viol" unit="">0</metric>
    <metric name="final_hold_fails" unit="">0</metric>
    <metric name="setup_repair_after_global_routing_missed_its_margin" unit="">yes</metric>
    <metric name="unclocked_pins" unit="">14</metric>
    <metric name="achievable-frequency" unit="MHz">392</metric>
    <metric name="whs" unit="ns">1.25</metric>
  </group>
  <group name="grt">
    <metric name="grt.overflow.total" unit="">0</metric>
    <metric name="grt_pass1_wl" unit="um">7180</metric>
    <metric name="largest_net_degree_at_the_start_of_global_routing" unit="">21</metric>
    <metric name="grt_antenna_before_repair" unit="">0</metric>
    <metric name="grt_pass1_vias" unit="">1563</metric>
    <metric name="gr-usage-all-layers" unit="%">8.41</metric>
  </group>
  <group name="floorplan">
    <metric name="design.core.area" unit="sq um">6280</metric>
    <metric name="rows" unit="">29</metric>
    <metric name="ioPinCount" unit="">50</metric>
    <metric name="die-area" unit="sq um">10000</metric>
    <metric name="floorplan.initialDensity" unit="%">23.2</metric>
    <metric name="die_width" unit="um">100</metric>
    <metric name="die-height" unit="um">100</metric>
  </group>
  <group name="worst_hold_path">
    <metric name="hp-class" unit="">in2reg</metric>
    <metric name="worst_hold_path.num_cells" unit="">4</metric>
  </group>
  <group name="place">
    <metric name="io_buffer_count" unit="">32</metric>
    <metric name="gp_congestion" unit="">0.870</metric>
    <metric name="hpwl" unit="um">3580</metric>
    <metric name="placement.cell_area" unit="sq um">1990</metric>
  </group>
  <group name="run">
    <metric name="warning_count" unit="">33</metric>
    <metric name="max_cap_violations" unit="">0</metric>
  </group>
</metrics>
synthesized netlist by cell type, types with 5 or more instances:
| library cell | number |
|---|---|
| sky130_fd_sc_hd__nor2_1 | 20 |
| sky130_fd_sc_hd__nor2b_1 | 15 |
| sky130_fd_sc_hd__dlxtn_1 | 14 |
| sky130_fd_sc_hd__a21oi_1 | 12 |
| sky130_fd_sc_hd__buf_4 | 12 |
| sky130_fd_sc_hd__nand2_1 | 11 |
| sky130_fd_sc_hd__o21ai_1 | 10 |
| sky130_fd_sc_hd__clkbuf_1 | 9 |
| sky130_fd_sc_hd__nor3_1 | 9 |
| sky130_fd_sc_hd__nand2b_1 | 6 |
| sky130_fd_sc_hd__a32o_1 | 5 |
| sky130_fd_sc_hd__dfxtp_1 | 5 |
| sky130_fd_sc_hd__inv_1 | 5 |
through the flow:
step	worst slack (ns)	util, %	TNS [ns]	instances
finish	0.0497	34.7	0	336
global route	-0.0174	34.7	-0.0330	336
CTS	0.000138	33.8	0	336
detailed placement	-0.265	31.7	-1.39	327
global placement	-0.278	31.7	-1.37	327
floorplan	0.623	-	0	215
layer usage:
layer	share of wire, %	global-route usage (%)
met4	0.90	0.978
met1	44	10.9
met3	4.3	1.25
met2	51	14.8
met5	0	0
flip-flops by register name, summed over array words and instances (netlist names):
| name | flops |
|---|---|
| nstate | 5 |
| pstate | 5 |
| gprf_sel_read | 2 |
| alu_select | 3 |
| gprf_sel_write | 2 |
| reg_sel | 2 |
layout by cell type (no fill, tap or decap), drive strengths merged, types with 4 or more instances in the layout:
master,instances
buf,36
clkdlybuf4s50,23
nor2,20
nor2b,15
dlxtn,14
o21ai,13
a21oi,12
nand2,11
conb,10
nor3,10
dlygate4sd2,8
inv,6
nand2b,6
a32o,5
dfxtp,5
nand3b,4
mux2i,4
nand3,4
a211oi,4
clkbuf,4
where the power goes:
part	internal [W]	switching (W)
clock network	0.000105	0.0000366
registers	0.0000955	0.00000794
logic	0.000105	0.0000962
critical path, stage by stage:
cell                              delay [ns]
sky130_fd_sc_hd__clkdlybuf4s50_1        0.42
sky130_fd_sc_hd__buf_4                  0.16
sky130_fd_sc_hd__buf_4                  0.15
sky130_fd_sc_hd__o21ai_2                0.13
sky130_fd_sc_hd__a32o_2                 0.18
sky130_fd_sc_hd__clkdlybuf4s50_1        0.46
final cells by class:
type | count | area share, %
inverter | 6 | 1.03
tap | 77 | 4.42
sequential | 19 | 14.4
clock buffer | 4 | 2.07
timing repair buffer | 68 | 28.4
multi-input combinational | 162 | 49.8
what timing repair did:
action / 4_1_cts / 5_1_grt
setup buffers: 5 / 0
endpoints found under the setup margin: 10 / 8
hold endpoints to repair: 0 / 0
gates resized: 25 / 13
pin swaps: 7 / 1
how the worst min path moves through the flow:
stage	endpoint	slack [ns]	startpoint
6_report	pstate[4]$_SDFF_PP0_	1.25	rst
5_1_grt	pstate[4]$_SDFF_PP0_	1.27	rst
4_1_cts	pstate[4]$_SDFF_PP0_	1.24	rst
cell families after synthesis:
kind of cell              after synthesis
xor gates and xnor gates                1
other                                   2
DFF                                     5
and+or+nand+nor                        84
AOI/OAI and AO/OA                      63
buffers and inverters                  34
muxes                                   4
latches                                14
Power and IR drop assume default switching activity.
