`flow/design.v`:
```
`timescale 1ns / 1ps
module controlUnit(
				input rst,
				input clk,
				input [7:0]IR_out,
				input [7:0]flag_out,
				output reg load_R0,
				output reg load_R1,
				output reg load_R2,
				output reg load_R3,
				output reg inc_PC,
				output reg load_PC,
				output reg load_Add_R,
				output reg load_Reg_Y,
				output reg load_Reg_Z,
				output reg load_IR,
				output reg [1:0]opcode,
				output reg [2:0]Mux_1_sel,
				output reg [1:0]Mux_2_sel,
				output reg read,
				output reg write,
				output reg push,
				output reg pop
				 );
parameter fetch1 = 5'd0;
parameter fetch2 = 5'd1;
parameter execute1 = 5'd2;
parameter rdfm1 = 5'd3;
parameter rdfm2 = 5'd4;
parameter ridfm1 = 5'd5;
parameter ridfm2 = 5'd6;
parameter uncond_branch= 5'd7;
parameter ridfr1 = 5'd8;
parameter widfm1 = 5'd9;
parameter widfm2 = 5'd10;
parameter conditional_branch=5'd11;
parameter func_call1 = 5'd12;
parameter func_call2 = 5'd13;
parameter func_call3 = 5'd14;
parameter func_call4 = 5'd15;
parameter func_call5 = 5'd16;
parameter func_return1 = 5'd17;
parameter func_return2 = 5'd18;
parameter func_return3 = 5'd19;
parameter func_return4 = 5'd20;
reg[4:0]pstate,nstate;
always@(posedge clk)
begin
	if(rst)
	begin
		pstate<=fetch1;
		end
	else
		pstate<=nstate;
end
always@(*)
begin
	if(rst)
	begin
	  load_R0=0;
	  load_R1=0;
	  load_R2=0;
	  load_R3=0;
	  inc_PC=0;
	  load_PC=0;
	  load_Add_R=0;
	  load_Reg_Y=0;
	  load_Reg_Z=0;
	  load_IR=0;
	  opcode=2'd3;
	  Mux_1_sel=0;
	  Mux_2_sel=0;
	  read=0;
	  write=0;
	end
	else
	begin
	  load_R0=0;
	  load_R1=0;
	  load_R2=0;
	  load_R3=0;
	  inc_PC=0;
	  load_PC=0;
	  load_Add_R=0;
	  load_Reg_Y=0;
	  load_Reg_Z=0;
	  load_IR=0;
	  opcode=2'd3;
	  Mux_1_sel=0;
	  Mux_2_sel=0;
	  read=0;
     write=0;
		case(pstate)
		fetch1:
			begin
			  load_R0=0;
			  load_R1=0;
			  load_R2=0;
			  load_R3=0;
			  inc_PC=0;
			  load_PC=0;
			  load_Add_R=1;
			  load_Reg_Y=0;
			  load_Reg_Z=0;
			  load_IR=0;
			  opcode=2'd3;
			  Mux_1_sel=3'd4;
			  Mux_2_sel=2'd1;
			  read=0;
			  write=0;
				nstate<=fetch2;
			end
		fetch2:
			begin
			  load_R0=0;
			  load_R1=0;
			  load_R2=0;
			  load_R3=0;
			  inc_PC=1;
			  load_PC=0;
			  load_Add_R=0;
			  load_Reg_Y=0;
			  load_Reg_Z=0;
			  load_IR=1;
			  opcode=2'd3;
			  Mux_1_sel=3'd4;
			  Mux_2_sel=2'd2;
			  read=1;
			  write=0;
				nstate<=execute1;
			end
		execute1:
			begin
				opcode=2'd3;
				if(IR_out[7:4]==4'b0000)		 
				begin
					opcode=2'd0;
					nstate <= fetch1;
				end
				else if(IR_out[7:4]==4'b0001)   
				begin
					opcode=2'd1;
					nstate <= fetch1;
				end
				else if(IR_out[7:4]==4'b0010)   
				begin
					opcode=2'd2;
					nstate <= fetch1;
				end
				else if(IR_out[7:4]==4'b0011)   
				begin
					opcode=2'd3;
				  load_R0=0;
				  load_R1=0;
				  load_R2=0;
				  load_R3=0;
				  inc_PC=0;
				  load_PC=0;
				  load_Reg_Y=0;
				  load_Reg_Z=0;
				  load_IR=0;
				  Mux_1_sel=3'd4;
				  Mux_2_sel=2'd1;
				  load_Add_R=1;
				  read=0;
					nstate<=rdfm1;   
				end
				else if(IR_out[7:4]==4'b0100)   
				begin 
				opcode=2'd3;
				 Mux_1_sel=3'd4;
				  Mux_2_sel=2'd1;
				    load_Add_R=1;
				 load_R0=0;
				  load_R1=0;
				  load_R2=0;
				  load_R3=0;
				  inc_PC=0;
				  load_PC=0;
				  load_Reg_Y=0;
				  load_Reg_Z=0;
				  load_IR=0;
				  read=0;
					nstate<=ridfm1;   
				end
				else if(IR_out[7:4]==4'b0101)   
				begin
				opcode=2'd3;
					  Mux_1_sel=3'd4;
				  Mux_2_sel=2'd1;
				   load_Add_R=1;
				  load_R0=0;
				  load_R1=0;
				  load_R2=0;
				  load_R3=0;
				  inc_PC=0;
				  load_PC=0; 
				  load_Reg_Y=0;
				  load_Reg_Z=0;
				  load_IR=0;  
				  read=0;	
					nstate<=uncond_branch;
				end
				else if(IR_out[7:4]==4'b0110)   
				begin
				opcode=2'd3;
				 Mux_1_sel=3'd0;
				  Mux_2_sel=2'd1;
				  load_R2=1;
				   load_IR=1; 
				  load_Add_R=0;
				  load_R0=0;
				  load_R1=0;  
				  load_R3=0;
				  inc_PC=0;
				  load_PC=0; 
				  load_Reg_Y=0;
				  load_Reg_Z=0; 
				  read=0;
				  nstate <=fetch1;
				end
				else if(IR_out[7:4]==4'b0111)   
				begin
				 opcode=2'd3;
				 Mux_1_sel=3'd1;
				  Mux_2_sel=2'd1;
				   load_Add_R=1;
				  load_R0=0;
				  load_R1=0;
				  load_R2=0;
				  load_R3=0;
				  inc_PC=0;
				  load_PC=0; 
				  load_Reg_Y=0;
				  load_Reg_Z=0;
				  load_IR=0;  
				  read=0;
				  nstate <= ridfr1;
				end
				else if(IR_out[7:4]==4'b1000)   
				begin
				 opcode=2'd3;
				 Mux_1_sel=3'd4;
				  Mux_2_sel=2'd1;
				   load_Add_R=1;
				  load_R0=0;
				  load_R1=0;
				  load_R2=0;
				  load_R3=0;
				  inc_PC=0;
				  load_PC=0; 
				  load_Reg_Y=0;
				  load_Reg_Z=0;
				  load_IR=0;  
				  read=0;
				  write=0;
				  nstate <= widfm1;
				end
				else if(IR_out[7:4]==4'b1001)   
				begin
				 opcode=2'd3;
				 if(flag_out==1)
				 begin
				  Mux_1_sel=3'd4;
				  Mux_2_sel=2'd1;
				   load_Add_R=1;
				  load_R0=0;
				  load_R1=0;
				  load_R2=0;
				  load_R3=0;
				  inc_PC=0;
				  load_PC=0; 
				  load_Reg_Y=0;
				  load_Reg_Z=0;
				  load_IR=0;  
				  read=0;
				  write=0;
				  nstate <= uncond_branch ;
				 end
				 else 
				 begin
				 inc_PC=1;
				 nstate <= fetch1;
				end
				end
				else if(IR_out[7:4]==4'b1010)   
				begin
				  Mux_1_sel=3'd4;
				  push=1;
				  Mux_2_sel=2'd1;
				  load_Add_R=1;
				  load_R0=0;
				  load_R1=0;
				  load_R2=0;
				  load_R3=0;
				  inc_PC=0;
				  load_PC=0;
				  load_Reg_Y=0;
				  load_Reg_Z=0;
				  load_IR=0;
				  opcode=2'd3;
				  read=0;
				  write=0;
	   nstate <= func_call1;
				end
				else if(IR_out[7:4]==4'b1011)   
				begin
				  pop=1;
				  Mux_2_sel=2'd2;
				  load_R3=1;
				  push=0;
				  Mux_1_sel=3'd7;
				  load_R0=0;
				  load_R1=0;
				  load_R2=0;
				  inc_PC=0;
				  load_PC=0;
				  load_Add_R=0;
				  load_Reg_Y=0;
				  load_Reg_Z=0;
				  load_IR=0;
				  opcode=2'd3;
				  read=0;
				  write=0;
					nstate <= func_return1;									
				end
				else
				begin	
					nstate<= fetch1;	
				end
			end
			rdfm1:  
			begin
			read=1;
			Mux_2_sel=2'd2;
			  load_R0=1;
			   load_IR=1;
				  load_R1=0;
				  load_R2=0;
				  load_R3=0;
				  inc_PC=0;
				  load_PC=0;
				  load_Add_R=0;
				  load_Reg_Y=0;
				  load_Reg_Z=0;
				  Mux_1_sel=0;
				nstate<= rdfm2;	 
			end
			rdfm2:
			begin
			nstate<= fetch1;
			end
		ridfm1:  
			begin
			read=1;
			Mux_2_sel=2'd2;
			load_Add_R=1;
			load_IR=1;
			  load_R0=0;
				  load_R1=0;
				  load_R2=0;
				  load_R3=0;
				  inc_PC=0;
				  load_PC=0; 
				  load_Reg_Y=0;
				  load_Reg_Z=0;		  
				  Mux_1_sel=0;
				nstate<= ridfm2;	 
			end
		ridfm2:  
			begin
			read=1;
			Mux_2_sel=2'd2;
			  load_R1=1;
			   load_IR=1;
				  load_R0=0;
				  load_R2=0;
				  load_R3=0;
				  inc_PC=0;
				  load_PC=0;
				  load_Add_R=0;
				  load_Reg_Y=0;
				  load_Reg_Z=0;  
				  Mux_1_sel=0;
				nstate<= fetch1;	 
			end
		uncond_branch: 
			begin
			 read=1;
			  Mux_2_sel=2'd2;
			  load_PC=1;
			  	load_IR=1;
			  load_R0=0;
			  load_R1=0;
			  load_R2=0;
			  load_R3=0;
			  inc_PC=0;
			  load_Add_R=0;
			  load_Reg_Y=0;
			  load_Reg_Z=0;
			  opcode=2'd3;
			  Mux_1_sel=0;
				nstate<=fetch1;
			end
					ridfr1: 
					begin
			read=1; 
			Mux_2_sel=2'd2;
			load_R3=1;
			 load_IR=1;
			Mux_1_sel=3'd7;
			load_Add_R=0;
			 load_R2=0;
			  load_PC=0;	
			  load_R0=0;
			  load_R1=0;
			  inc_PC=0;
			  load_Reg_Y=0;
			  load_Reg_Z=0;
			  opcode=2'd3;
				nstate<=fetch1;
			end
			widfm1: 
					begin
			read=1; 
			Mux_2_sel=2'd2;
			load_Add_R=1;
			load_R3=0;
			 load_IR=0;
			Mux_1_sel=3'd7;
			 load_R2=0;
			  load_PC=0;	
			  load_R0=0;
			  load_R1=0;
			  inc_PC=0;
			  load_Reg_Y=0;
			  load_Reg_Z=0;
			  opcode=2'd3;
			  	write=0;	
				nstate<=widfm2;
			end
						widfm2: 
					begin
					Mux_1_sel=3'd0;
					write=1;
			read=0; 
			Mux_2_sel=2'd3;
			load_Add_R=0;
			load_R3=0;
			 load_IR=0;
			 load_R2=0;
			  load_PC=0;	
			  load_R0=0;
			  load_R1=0;
			  inc_PC=0;
			  load_Reg_Y=0;
			  load_Reg_Z=0;
			  opcode=2'd3;
				nstate<=fetch1;
			end
        conditional_branch: 
			begin
			 read=1;
			  Mux_2_sel=2'd2;
			  load_PC=1;
			  	load_IR=1;
			  load_R0=0;
			  load_R1=0;
			  load_R2=0;
			  load_R3=0;
			  inc_PC=0;
			  load_Add_R=0;
			  load_Reg_Y=0;
			  load_Reg_Z=0;
			  opcode=2'd3;
			  Mux_1_sel=0;
				nstate<=fetch1;
			end			
		func_call1:  
			begin
				  Mux_1_sel=3'd0;
				  push=1;
				  Mux_2_sel=2'd3;
				  load_Add_R=0;
				  load_R0=0;
				  load_R1=0;
				  load_R2=0;
				  load_R3=0;
				  inc_PC=0;
				  load_PC=0;
				  load_Reg_Y=0;
				  load_Reg_Z=0;
				  load_IR=0;
				  opcode=2'd3;
				  read=0;
				  write=0;
				nstate<=func_call2;
			end
			func_call2:   
			begin
				  Mux_1_sel=3'd1;
				  push=1;
				  Mux_2_sel=2'd3;
				  load_Add_R=0;
				  load_R0=0;
				  load_R1=0;
				  load_R2=0;
				  load_R3=0;
				  inc_PC=0;
				  load_PC=0;
				  load_Reg_Y=0;
				  load_Reg_Z=0;
				  load_IR=0;
				  opcode=2'd3;
				  read=0;
				  write=0;
				nstate<=func_call3;
			end
			func_call3:   
			begin
				  Mux_1_sel=3'd2;
				  push=1;
				  Mux_2_sel=2'd3;
				  load_Add_R=0;
				  load_R0=0;
				  load_R1=0;
				  load_R2=0;
				  load_R3=0;
				  inc_PC=0;
				  load_PC=0;
				  load_Reg_Y=0;
				  load_Reg_Z=0;
				  load_IR=0;
				  opcode=2'd3;
				  read=0;
				  write=0;
				nstate<=func_call4;
			end
			func_call4:  
			begin
				  Mux_1_sel=3'd3;
				  push=1;
				  Mux_2_sel=2'd3;
				  load_Add_R=0;
				  load_R0=0;
				  load_R1=0;
				  load_R2=0;
				  load_R3=0;
				  inc_PC=0;
				  load_PC=0;
				  load_Reg_Y=0;
				  load_Reg_Z=0;
				  load_IR=0;
				  opcode=2'd3;
				  read=0;
				  write=0;
				nstate<=func_call5;
			end
		func_call5:  
			begin
			read=1;
			Mux_2_sel=2'd2;
			load_PC=1;
				load_R0=0;
				  load_R1=0;
				  load_R2=0;
				  load_R3=0;
				  inc_PC=0;
				  load_Add_R=0;
				  load_Reg_Y=0;
				  load_Reg_Z=0;
				  load_IR=0;
				  opcode=2'd3;
				  Mux_1_sel=3'd7;	  
				  write=0;
						push=0;
				nstate<= fetch1 ;
			end
		func_return1:  
		begin
				  pop=1;
				  Mux_2_sel=2'd2;
				  load_R2=1;
				  push=0;
				  Mux_1_sel=3'd7;
				  load_R0=0;
				  load_R1=0;
				  load_R3=0;
				  inc_PC=0;
				  load_PC=0;
				  load_Add_R=0;
				  load_Reg_Y=0;
				  load_Reg_Z=0;
				  load_IR=0;
				  opcode=2'd3;
				  read=0;
				  write=0;
					nstate <= func_return2;									
				end
		func_return2:  
		begin
				  pop=1;
				  Mux_2_sel=2'd2;
				  load_R1=1;
				  push=0;
				  Mux_1_sel=3'd7;
				  load_R0=0;
				  load_R2=0;
				  load_R3=0;
				  inc_PC=0;
				  load_PC=0;
				  load_Add_R=0;
				  load_Reg_Y=0;
				  load_Reg_Z=0;
				  load_IR=0;
				  opcode=2'd3;
				  read=0;
				  write=0;
					nstate <= func_return3;									
				end
		func_return3:  
		begin
				  pop=1;
				  Mux_2_sel=2'd2;
				  load_R0=1;
				  push=0;
				  Mux_1_sel=3'd7;
				  load_R1=0;
				  load_R2=0;
				  load_R3=0;
				  inc_PC=0;
				  load_PC=0;
				  load_Add_R=0;
				  load_Reg_Y=0;
				  load_Reg_Z=0;
				  load_IR=0;
				  opcode=2'd3;
				  read=0;
				  write=0;
					nstate <= func_return4;									
				end
		func_return4:  
		begin
				  pop=1;
				  Mux_2_sel=2'd2;
				   load_PC=1;
				  load_R0=0;
				  push=0;
				  Mux_1_sel=3'd7;
				  load_R1=0;
				  load_R2=0;
				  load_R3=0;
				  inc_PC=0;
				  load_Add_R=0;
				  load_Reg_Y=0;
				  load_Reg_Z=0;
				  load_IR=0;
				  opcode=2'd3;
				  read=0;
				  write=0;
					nstate <= fetch1;									
				end
		endcase
	end
end
endmodule
```
`flow/run.sh`:
```
#!/bin/bash
# OpenROAD 26Q1-2900-gdf79404cd8, Yosys 0.63+post, stock flow scripts
make -C /OpenROAD-flow-scripts/flow DESIGN_CONFIG=/design/flow/config.mk WORK_HOME=/design/flow/orfs finish
```
`flow/config.mk`:
```
export PLATFORM = sky130hd
export DESIGN_NAME = controlUnit
export DESIGN_NICKNAME = controlUnit
export VERILOG_FILES = /design/flow/design.v
export SDC_FILE = /design/flow/constraint.sdc
export NUM_CORES = 4
export LEC_CHECK = 1
export CORE_AREA = 10 10 82 82
export DIE_AREA = 0 0 92 92
```
`flow/constraint.sdc`:
```
current_design controlUnit

set clk_period 3.1
set clk_io_pct 0.2

create_clock -name clk0 -period $clk_period [get_ports {clk}]

set non_clock_inputs [all_inputs -no_clocks]
set_input_delay [expr $clk_period * $clk_io_pct] -clock clk0 $non_clock_inputs
set_output_delay [expr $clk_period * $clk_io_pct] -clock clk0 [all_outputs]
```
==> run notes <==
The layout was made with Yosys and OpenROAD.

Internal power comes to 221 uW. The cell depth of the worst min-delay path is 3. According to the floorplan log, the row count is 26. The analysis attributes to net switching a power of between 80 and 90 uW.

The critical path crosses 6 cells after its start point. 7 endpoints have no timing constraint. Final hold analysis gives a worst-case slack of 1.15 ns. The post-synthesis area per instance is about 6.5 um^2. Of the available clock period, the critical path in the final layout requires 1.00. After synthesis, the share of cell area in mux cells is 0.

Of the total synthesized cell area, the portion taken by XOR and XNOR cells is 0.0306. The net switching share of the total power is 0.269. STA classifies the critical path startpoint as a primary input. The final max-slew violation count recorded for this run is 0. The worst setup path is captured at an output port. The timing report gives the clock slew at the launch and capture registers of the worst setup and hold paths as 0.03 ns. The synthesized netlist has a Yosys-reported chip area of roughly 1100 um^2. The total of buffers placed on input and output ports is 31. Checking hold timing, the worst path is listed with class primary input to register. The tool flagged a number of max-cap violations equal to 0. The count of hold-fix buffers inserted at cts is 0. According to the floorplan report, the total die area is between 8000 and 9000 um^2.

The fraction of the core area occupied by cells at floorplan is 0.226. For this run, the detailed router's first-pass iteration total came to 4. The detailed-routed wire length on met2 is 1.75 mm. Routability-driven placement finished with a final weighted congestion of 0.879. The delay of the slowest cell on the worst path is 0.55 ns. The number of antenna violations at the first check in global routing is 0. The total tool warning count is 31. The mapped cell area is between 1000 and 1500 um^2.

Setup repair after global routing could not meet its margin everywhere. The number of synthesis warnings is 1. Timing would allow up to 322 MHz. The final timing report derives a shortest allowable period of a little over 3 ns.

TritonRoute reported its final design rule violation total as 0. The routed metal-1 wire length is between 1.5 and 2 mm. For this run, asynchronously set or reset flops after synthesis account for 0. The clock buffer count from CTS is 3.

After routing the design area is between 1500 and 2000 um^2. The amount of wire on met3 after detailed routing is between 200 and 300 um. The library cell contributing the largest single delay on the critical path is sky130_fd_sc_hd__or4_4. The post-synthesis adder-cell area fraction is 0. After the flow finishes, the layout carries non-filler instances totaling 284. The number of distinct library cells after synthesis is 48. The number of register pins that no clock reaches is 6. The portion of total power attributed to the clock network is 0.387.

The post-synth count of flops with an enable pin is 0. The number of placed I/O pins is 39. The detail route stage leaves a number of antenna-violating nets equal to 0. The via count of the first global-routing pass is 1403. Per the detail_route report, routed wire per instance is 13.5 um. Traced cell by cell, the critical path runs through clkdlybuf4s50_1, or4_4, nor2_4, o221ai_2, a21oi_2, clkdlybuf4s50_1. The placement stage leaves a total instance area of 1610 um^2. For this run, the detailed router reports a per-instance via density of slightly below 5.

After layout, the worst setup slack is -0.00324 ns. Data on the critical path is required at its endpoint by about 2.5 ns. The count of buffer and inverter cells on the critical path is 2. The share of total power in sequential cells is 0.242. The wire length after detailed routing is slightly below 4 mm.

Summing internal, switching and leakage power gives about 300 uW. The area fraction in compound gates is 0.313. The filler cell count is 561.

In this run the standard cell core region covers a little over 5000 um^2. Entering global routing, the biggest net connects 22 pins. The critical path maximum fanout is 3. The die extent in x is 92 um. The synthesis stat section lists a flop and latch total of 11.

The leakage component of the power is between 0.6 and 0.7 nW. The cell count in the Yosys report is approximately 180. The critical path is of the primary input to output port type.

The tree is rooted in a sky130_fd_sc_hd__clkbuf_8. The cell-mix breakdown from Yosys lists the simple-gate area share as 0.372. Among the non-sequential cells, simple AND/OR/NAND/NOR gates take the most area. The uppermost signal routing layer after detailed routing is met4. The power density over the cells is 177 nW/um^2. Across all layers, the routed design uses 1392 vias. The maximum buffer depth of the clock tree is 2. Per the CTS log, the maximum H-tree level is 1. The total track usage is 0.0906. The cell count after synthesis came out at about 180. According to the floorplan report, the die height is 92 um.

The number of diodes added for antenna fixing is 0. The cell count after placement is 279. The fraction of final layout cells with drive strength greater than 1 is 0.192. The part of the power in combinational logic is 0.371.

The total negative setup slack is -0.00324 ns. The first global-routing pass estimated between 6 and 7 mm of wire. The run finished, with violations left. The timing report attributes the biggest portion of critical-path delay to buffers and inverters. The final reports fail on setup timing. The maximum resistive drop on vdd is 0.0000962 V.

The commonest register cell after synthesis is sky130_fd_sc_hd__dlxtn_1. Relative to the synthesized area, the layout overhead comes to 49.3%. Counting endpoints that fail hold in the final report gives 0. The TritonCTS clock tree is done. On the critical path the data arrives at between 2 and 2.5 ns. The initial DRC count is between 100 and 150. The final tally of setup violations is 1. Per the GRT congestion report, total overflow comes to 0. The cell seen most often among critical-path stages is sky130_fd_sc_hd__clkdlybuf4s50_1. In the placement report, post-DP HPWL is listed as just over 3 mm.
-- per-stage QoR --
stage | worst slack (ns) | utilization
2_1_floorplan | 0.853 | -
3_3_place_gp | -0.214 | 0.316
3_5_place_dp | -0.209 | 0.316
4_1_cts | -0.0277 | 0.331
5_1_grt | -0.0758 | 0.337
6_report | -0.00324 | 0.337
-- cells in the mapped netlist, types with 6 or more instances --
cell type / number / share of area
sky130_fd_sc_hd__nor3_1: 7 / 0.031
sky130_fd_sc_hd__o22ai_1: 6 / 0.033
sky130_fd_sc_hd__nand2b_1: 10 / 0.055
sky130_fd_sc_hd__buf_2: 6 / 0.026
sky130_fd_sc_hd__nand2_1: 12 / 0.039
sky130_fd_sc_hd__nor2_1: 16 / 0.052
sky130_fd_sc_hd__nor2b_1: 9 / 0.049
sky130_fd_sc_hd__dlxtn_1: 6 / 0.079
sky130_fd_sc_hd__clkbuf_1: 7 / 0.023
sky130_fd_sc_hd__a21oi_1: 19 / 0.083
-- area by class of cell --
class	instances	area [um^2]	area share
flip-flops and latches	11	190	0.111
inverters	4	15.0	0.00878
well taps	70	87.6	0.0512
clock buffers	4	45.0	0.0264
multi-input cells	140	871	0.510
repair buffers	55	500	0.293
-- timing repair --
action / CTS / global route
setup buffers: 0 / 1
pin swaps: 3 / 2
setup endpoints to repair: 6 / 9
gates resized: 11 / 8
-- routing by layer --
metal	vias to the layer above	global-route usage
met5	-	0
met1	627	0.123
li1	701	-
met4	0	0.0180
met3	6	0.0206
met2	58	0.144
-- registers in the layout, summed over array words and instances, names as in the netlist --
register,cells
pstate,5
push,1
nstate,5
-- power by group through the flow --
stage	clock network, mW	registers [mW]	logic, mW
6_report	0.117	0.0729	0.112
5_1_grt	0.127	0.0731	0.124
4_1_cts	0.120	0.0728	0.112
-- worst paths after layout --
| check | from | endpoint | slack [ns] |
|---|---|---|---|
| worst min-delay path | rst | pstate[3]$_SDFF_PP0_ | 1.15 |
| worst max-delay path | flag_out[5] | Mux_1_sel[2] | -0.003 |
-- logic make-up (layout without fill, tap and decap cells) --
kind of cell | Yosys count | in the layout
compound gates | 56 | 56
simple gates | 77 | 77
buf+inv | 25 | 63
flops | 5 | 5
xor+xnor | 4 | 4
other cells | 2 | 3
latches | 6 | 6
-- placed cells by master, fill, tap and decap left out, types with 4 or more instances in the layout --
cell type	count
sky130_fd_sc_hd__a31oi_1	4
sky130_fd_sc_hd__nand2_1	12
sky130_fd_sc_hd__nor2b_1	8
sky130_fd_sc_hd__dfxtp_1	5
sky130_fd_sc_hd__nand2b_1	10
sky130_fd_sc_hd__a21oi_1	18
sky130_fd_sc_hd__nor2_1	15
sky130_fd_sc_hd__o21ai_0	4
sky130_fd_sc_hd__clkdlybuf4s50_1	24
sky130_fd_sc_hd__inv_1	4
sky130_fd_sc_hd__dlxtn_1	6
sky130_fd_sc_hd__buf_4	23
sky130_fd_sc_hd__nor3_1	7
sky130_fd_sc_hd__o22ai_1	6
sky130_fd_sc_hd__dlymetal6s2s_1	4
Power figures rest on the tool's default switching activity, not on a simulated workload.
